File: flow/run.sh
#!/bin/bash
# OpenROAD 26Q1-2900-gdf79404cd8, Yosys 0.63+post, stock flow scripts
make -C /OpenROAD-flow-scripts/flow DESIGN_CONFIG=/design/flow/config.mk WORK_HOME=/design/flow/orfs finish
File: flow/config.mk
export PLATFORM = sky130hd
export DESIGN_NAME = sgm_top_1path_v
export DESIGN_NICKNAME = sgm_top_1path_v
export VERILOG_FILES = /design/flow/design.v
export SDC_FILE = /design/flow/constraint.sdc
export NUM_CORES = 4
export LEC_CHECK = 1
export CORE_UTILIZATION = 40
File: flow/constraint.sdc
current_design sgm_top_1path_v

set clk_period 396.1
set clk_io_pct 0.2

create_clock -name clk0 -period $clk_period [get_ports {clk}]

set non_clock_inputs [all_inputs -no_clocks]
set_input_delay [expr $clk_period * $clk_io_pct] -clock clk0 $non_clock_inputs
set_output_delay [expr $clk_period * $clk_io_pct] -clock clk0 [all_outputs]
File: flow/design.v
`timescale 1ns / 1ps
module aggregate_path_v #(
    parameter MAX_DISP   = 16,   
    parameter P1_PENALTY = 8,    
    parameter P2_PENALTY = 128   
)(
    input  wire [(MAX_DISP*16)-1:0] matching_cost_flat,   
    input  wire [(MAX_DISP*16)-1:0] prev_path_cost_flat,  
    input  wire [15:0]              min_prev_path_cost,   
    input  wire                     is_path_start,        
    output wire [(MAX_DISP*16)-1:0] next_path_cost_flat,  
    output reg  [15:0]              min_next_path_cost    
);
    integer i;
    reg [15:0] prev_path_cost [0:MAX_DISP-1];
    reg [15:0] next_path_cost [0:MAX_DISP-1];
    reg [15:0] current_ad_cost [0:MAX_DISP-1];
    reg [15:0] min_transition_cost;
    always @(*) begin
        min_next_path_cost = 16'hFFFF;
        for (i = 0; i < MAX_DISP; i = i + 1) begin
            prev_path_cost[i]  = prev_path_cost_flat[i*16 +: 16];
            current_ad_cost[i] = matching_cost_flat[i*16 +: 16];
        end
        for (i = 0; i < MAX_DISP; i = i + 1) begin
            if (is_path_start) begin
                next_path_cost[i] = current_ad_cost[i];
            end else begin
                min_transition_cost = prev_path_cost[i];
                if (i > 0 && (prev_path_cost[i-1] + P1_PENALTY) < min_transition_cost) 
                    min_transition_cost = prev_path_cost[i-1] + P1_PENALTY;
                if (i < MAX_DISP-1 && (prev_path_cost[i+1] + P1_PENALTY) < min_transition_cost) 
                    min_transition_cost = prev_path_cost[i+1] + P1_PENALTY;
                if ((min_prev_path_cost + P2_PENALTY) < min_transition_cost) 
                    min_transition_cost = min_prev_path_cost + P2_PENALTY;
                next_path_cost[i] = current_ad_cost[i] + (min_transition_cost - min_prev_path_cost);
            end
            if (next_path_cost[i] < min_next_path_cost) 
                min_next_path_cost = next_path_cost[i];
        end
    end
    generate
        genvar j;
        for (j = 0; j < MAX_DISP; j = j + 1) begin : pack_path_output
            assign next_path_cost_flat[j*16 +: 16] = next_path_cost[j];
        end
    endgenerate
endmodule
`timescale 1ns / 1ps
module compute_sad_cost_v (
    input  wire [7:0]  left_pixel_val,   
    input  wire [7:0]  right_pixel_val,  
    output wire [15:0] matching_cost     
);
    assign matching_cost = (left_pixel_val > right_pixel_val) ? 
                           (16'd0 + (left_pixel_val - right_pixel_val)) : 
                           (16'd0 + (right_pixel_val - left_pixel_val));
endmodule
`timescale 1ns / 1ps
module sgm_top_1path_v #(
    parameter FRAME_WIDTH  = 272,
    parameter FRAME_HEIGHT = 240,
    parameter MAX_DISP     = 16,
    parameter P1_PENALTY   = 8,
    parameter P2_PENALTY   = 128
)(
    input  wire        clk,            
    input  wire        rst,            
    input  wire [7:0]  left_pixel,     
    input  wire [7:0]  right_pixel,    
    input  wire        pixel_valid,    
    output reg  [5:0]  disparity_out,  
    output reg         valid_out       
);
    reg [8:0] curr_x, curr_y;
    always @(posedge clk) begin
        if (rst) begin 
            curr_x <= 0; 
            curr_y <= 0; 
        end 
        else if (pixel_valid) begin
            if (curr_x == FRAME_WIDTH-1) begin 
                curr_x <= 0; 
                curr_y <= (curr_y == FRAME_HEIGHT-1) ? 0 : curr_y + 1; 
            end 
            else begin
                curr_x <= curr_x + 1;
            end
        end
    end
    reg [7:0] right_row_buffer [0:FRAME_WIDTH-1];
    always @(posedge clk) if (pixel_valid) right_row_buffer[curr_x] <= right_pixel;
    reg [15:0] path_h_cost [0:MAX_DISP-1];
    reg [15:0] min_path_h;
    wire [(MAX_DISP*16)-1:0] matching_cost_flat;
    wire [(MAX_DISP*16)-1:0] prev_path_h_flat;
    wire [(MAX_DISP*16)-1:0] next_path_h_flat;
    wire [15:0]              next_min_h;
    wire [5:0]               selected_disparity;
    genvar i;
    generate
        for (i = 0; i < MAX_DISP; i = i + 1) begin : gen_matching_logic
            compute_sad_cost_v sad_core (
                .left_pixel_val(left_pixel),
                .right_pixel_val((curr_x >= i) ? right_row_buffer[curr_x-i] : 8'hFF),
                .matching_cost(matching_cost_flat[i*16 +: 16])
            );
            assign prev_path_h_flat[i*16 +: 16] = path_h_cost[i];
        end
    endgenerate
    aggregate_path_v #(MAX_DISP, P1_PENALTY, P2_PENALTY) path_h_engine (
        .matching_cost_flat(matching_cost_flat), 
        .prev_path_cost_flat(prev_path_h_flat), 
        .min_prev_path_cost(min_path_h), 
        .is_path_start(curr_x == 0), 
        .next_path_cost_flat(next_path_h_flat), 
        .min_next_path_cost(next_min_h)
    );
    wta_selector_v #(MAX_DISP) wta_core (
        .path1_cost_flat(next_path_h_flat), 
        .path2_cost_flat({(MAX_DISP*16){1'b0}}), 
        .path3_cost_flat({(MAX_DISP*16){1'b0}}), 
        .path4_cost_flat({(MAX_DISP*16){1'b0}}), 
        .best_disparity(selected_disparity)
    );
    integer k;
    always @(posedge clk) begin
        if (rst) begin
            valid_out <= 0; 
            disparity_out <= 0; 
            min_path_h <= 16'hFFFF;
        end 
        else if (pixel_valid) begin
            for (k = 0; k < MAX_DISP; k = k + 1) begin
                path_h_cost[k] <= next_path_h_flat[k*16 +: 16];
            end
            min_path_h <= next_min_h;
            disparity_out <= selected_disparity;
            valid_out     <= 1;
        end 
        else begin
            valid_out <= 0;
        end
    end
endmodule
`timescale 1ns / 1ps
module wta_selector_v #(
    parameter MAX_DISP = 16   
)(
    input  wire [(MAX_DISP*16)-1:0] path1_cost_flat,  
    input  wire [(MAX_DISP*16)-1:0] path2_cost_flat,  
    input  wire [(MAX_DISP*16)-1:0] path3_cost_flat,  
    input  wire [(MAX_DISP*16)-1:0] path4_cost_flat,  
    output reg  [5:0]               best_disparity    
);
    integer d;
    reg [15:0] min_total_energy;
    reg [15:0] current_disparity_sum;
    always @(*) begin
        min_total_energy = 16'hFFFF;
        best_disparity   = 6'd0;
        for (d = 0; d < MAX_DISP; d = d + 1) begin
            current_disparity_sum = path1_cost_flat[d*16 +: 16] + 
                                    path2_cost_flat[d*16 +: 16] + 
                                    path3_cost_flat[d*16 +: 16] + 
                                    path4_cost_flat[d*16 +: 16];
            if (current_disparity_sum < min_total_energy) begin
                min_total_energy = current_disparity_sum;
                best_disparity   = d[5:0];
            end
        end
    end
endmodule
==> results.yml <==
# physical design summary
logic_synthesis:
  synth_area_um2: 262000
  synth_cells: 19810
  yosysSeqAreaShare_pct: 28.18
  synth-main-ff-cell: "edfxtp_1"
  ys_top_cells_by_count: "4081 x mux4_2, 2432 x edfxtp_1, 2338 x mux2i_1"
  ys_warn_count: 7
  yosysChipArea_um2: 262000
  top_area_cell: "mux4_2"
  ys_top_cells_by_area: "mux4_2 35%, edfxtp_1 28%, mux2i_1 8.9%, ha_1 6.9%, fa_1 2.1%"
  most_common_cell: "mux4_2"
  numSynthFlops: 2471
  yosysTopAreaCellShare_pct: 35.08
  yosysCellCount: 19810
  synth.avg_cell_area_um2: 13.23
  edf_count: 2432
  synthArstFlopShare_pct: 0
  synth_cell_types: 113
routing:
  first_pass_iters: 8
  via_count: 209100
  final_antenna_net_count: 0
  wl_per_cell_um: 51.36
  drt_wl_total_mm: 1511
  drc: 0
  first_iter_violations: 18750
  vias_per_cell: 7.106
job:
  drv_cap: 0
  warning_count: 192
timing:
  relSlewSlack_pct: 11.25
  finalCritPeriodShare_pct: 31.72
  worst_slew_pin_slew_ps: 1294
  fin_tns_setup_ps: 0
  fmax_mhz: 7.960
  rsz0062_at_grt: "false"
  finalMaxSlewViolations: 0
  period_needed_ps: 125630
  skew_ps: 99.03
  setup_viol: 0
  hold_viol: 0
  layout_setup_ws_ps: 270470
setup_path:
  slowest_delay_ps: 630
  start_kind: "primary input"
  crit_path_end_kind: "flip-flop"
  required_ps: 396960
  arrival_ps: 126490
  cpMostUsedCell: "a21oi_1"
  cp_max_fo: 34
  crit_slowest_cell: "o21ai_0"
  crit_type: "primary input to flip-flop"
place:
  dp.final_hpwl_mm: 1182
  dp_slack_ps: 269600
  placed_cell_area_um2: 279600
  dpl.cell_count: 28370
  io_buffers: 23
  gp_congestion: 1.141
floorplan:
  fp.dieH_um: 811.3
  chip_area_um2: 658200
  core-area_um2: 651100
  ios: 26
  die-width_um: 811.3
  num_rows: 296
  fp_util_pct: 40.24
grt:
  grt_max_degree: 101
  grtUsageTotal_pct: 48.90
  antenna_found_initial: 357
  grt_pass1_wl_mm: 1968
  grt_overflow_total: 0
  first_global_vias: 208200
cts:
  cts.sinks: 2471
  postCtsHoldBufs: 0
  cts_buffers: 320
  cts_buffer_depth: 4
  cts_max_level: 5
  cts_resized: 0
  clkTransAtPathRegs_ps: 50
  insertion_delay_ps: 1080
  root_buffer: "clkbuf_16"
  post-cts-setup-buffers: 0
  cts_tree: "done"
layout:
  final_area_um2: 291700
  instances_no_fill: 29430
  area_delta_synth_final_pct: 11.35
  drive_above_1_share_pct: 31.92
worst_hold_path:
  hold_path.class: "flip-flop to flip-flop"
status:
  status: "complete, no violations"
==> cell families (layout without fill, tap and decap cells) <==
logic type,after synthesis,in the layout,synth area share (%)
simple gates,3135,3135,5.374
mux,6632,6632,44.93
other cells,1,474,0.001431
xor+xnor,645,645,2.156
buf+inv,2347,2849,3.437
flops,2471,2471,28.18
fa+ha+maj,1726,1726,9.021
compound gates,2851,2851,6.901
==> metal layers <==
metal / track usage, % / vias to the layer above / share of wire [%]
li1: - / 82090 / -
met1: 51.01 / 106100 / 30
met2: 64.13 / 16530 / 41
met3: 38.07 / 4114 / 18
met4: 36.05 / 308 / 9.9
met5: 19.04 / - / 0.82
==> stage by stage <==
step | util [%] | hold slack (ps)
floorplan | - | 447.7
global placement | 42.94 | 581.3
detailed placement | 42.94 | 571.7
CTS | 44.62 | 583.8
global route | 44.74 | 597.8
finish | 44.80 | 583.2
==> layout by cell type (no fill, tap or decap), types with 49 or more instances in the layout <==
cell / synthesis / routed
diode_2: 0 / 472
o211ai_1: 175 / 175
nand3_1: 225 / 208
ha_1: 1451 / 1447
edfxtp_1: 2432 / 2432
mux2i_1: 2338 / 2331
inv_1: 828 / 815
clkinv_1: 5 / 50
xnor2_1: 494 / 446
buf_4: 23 / 1370
clkbuf_1: 977 / 49
fa_1: 272 / 272
nor2b_1: 197 / 197
nand2b_1: 114 / 114
a21o_1: 370 / 370
a21oi_1: 914 / 911
o21ai_0: 625 / 614
nand2_1: 1158 / 1158
mux2_2: 212 / 212
nand4_1: 125 / 125
o21a_1: 89 / 89
clkbuf_16: 0 / 328
xor2_1: 151 / 127
mux4_2: 4081 / 4081
nor3_1: 103 / 98
nor2_1: 957 / 948
a211oi_1: 106 / 105
and3_1: 62 / 61
o21bai_1: 192 / 191
==> path summary, 6_finish.rpt <==
path | slack (ps) | startpoint | endpoint | cells past startpoint
setup / recovery | 270470 | left_pixel[0] | min_path_h[7]$_SDFFE_PP1P_ | 213
hold / removal | 580 | disparity_out[0]$_SDFFE_PP0P_ | disparity_out[0]$_SDFFE_PP0P_ | 2
setup reg to reg | 342280 | curr_x[0]$_SDFFE_PP0P_ | min_path_h[7]$_SDFFE_PP1P_ | 227
hold reg to reg | 580 | disparity_out[0]$_SDFFE_PP0P_ | disparity_out[0]$_SDFFE_PP0P_ | 2
==> worst max-delay path: cells and delay by family <==
family | cells | cell delay, ps
simple gates | 69 | 12730
mux | 6 | 2070
compound gates | 109 | 23480
xor+xnor | 2 | 520
buf+inv | 9 | 2370
fa+ha+maj | 18 | 5870
==> state kept, by name (all words and copies together) (netlist names), named ones only <==
name,flops
disparity_out,4
valid_out,1
curr_x,9
min_path_h,16
right_row_buffer,2176
path_h_cost,256
==> layout make-up <==
| cell class | instances | area (um2) |
|---|---|---|
| Fill cell | 57840 | 359400 |
| Multi-Input combinational cell | 14990 | 180400 |
| Sequential cell | 2471 | 73860 |
| Timing Repair Buffer | 1433 | 11330 |
| Tap cell | 8642 | 10810 |
| Clock buffer | 380 | 8433 |
| Inverter | 837 | 3169 |
| Clock inverter | 199 | 2507 |
| Antenna cell | 472 | 1181 |
